==> flow/design.v <==
module one_bit_comparator (
    input input_greater_than,
    input input_equal,
    input x,
    input y,
    output output_greater_than,
    output output_equal
);
    assign output_greater_than = input_greater_than | (input_equal & (x > y));
    assign output_equal = input_equal & (x == y);
endmodule
module four_bit_comparator (
    input[3:0] x,
    input[3:0] y,
    output output_greater_than,
    output output_equal
);
    wire c1_greater_than, c1_equal, c2_greater_than, c2_equal, c3_greater_than, c3_equal;
    one_bit_comparator c1(1'b0,            1'b1,     x[3], y[3], c1_greater_than,     c1_equal);
    one_bit_comparator c2(c1_greater_than, c1_equal, x[2], y[2], c2_greater_than,     c2_equal);
    one_bit_comparator c3(c2_greater_than, c2_equal, x[1], y[1], c3_greater_than,     c3_equal);
    one_bit_comparator c4(c3_greater_than, c3_equal, x[0], y[0], output_greater_than, output_equal);
endmodule
==> flow/run.sh <==
#!/bin/bash
# OpenROAD 26Q1-2900-gdf79404cd8, Yosys 0.63+post, stock flow scripts
make -C /OpenROAD-flow-scripts/flow DESIGN_CONFIG=/design/flow/config.mk WORK_HOME=/design/flow/orfs finish
==> flow/config.mk <==
export PLATFORM = sky130hd
export DESIGN_NAME = four_bit_comparator
export DESIGN_NICKNAME = four_bit_comparator
export VERILOG_FILES = /design/flow/design.v
export SDC_FILE = /design/flow/constraint.sdc
export NUM_CORES = 4
export LEC_CHECK = 1
export CORE_AREA = 10 10 70 70
export DIE_AREA = 0 0 80 80
==> flow/constraint.sdc <==
current_design four_bit_comparator

set clk_period 1.3
set clk_io_pct 0.2

create_clock -name clk0 -period $clk_period

set non_clock_inputs [all_inputs -no_clocks]
set_input_delay [expr $clk_period * $clk_io_pct] -clock clk0 $non_clock_inputs
set_output_delay [expr $clk_period * $clk_io_pct] -clock clk0 [all_outputs]
==> run_results.csv <==
group,metric,value,unit
run_status,status,"finished clean",
global_route,grt_pass1_wl,538,um
drt,totalWireLength,408,um
yosys,netlist_area,96.3,um^2
yosys,ys_chip_area,96.3,um^2
die,die_w,80,um
placed_design,dp.cells,69,
final_layout,utilization,8.13,%
drt,drtPass1Iterations,1,
die,core_util_floorplan,2.82,%
worst_setup_path,start_kind,"input pin",
power,p_per_area,277,mW/mm^2
sta,period_used_share,97.8,%
global_route,grt_pass1_vias,120,
flow_run,warnings,32,
placed_design,pre_cts_slack,-0.731,ns
worst_setup_path,crit_required,1.04,ns
placed_design,port_buffers,10,
worst_setup_path,critPathTopFamily,"buffers and inverters",
worst_setup_path,arrival,1.01,ns
final_layout,drive_above_1_share,82.6,%
yosys,ys_seq_share,0,%
global_route,grt_overflow,0,
sta,fin_ws,0.0286,ns
die,io-pin-count,10,
yosys,synth_warnings,0,
sta,maxSlewViolCount,0,
worst_setup_path,worstPathMaxFanout,1,
worst_setup_path,path_cells,"clkdlybuf4s15_1, ha_4, and4_4, buf_2",
final_layout,fin_cells,69,
sta,fmax,787,MHz
die,chip_area,0.00640,mm^2
placed_design,dp_hpwl,299,um
yosys,synthCells,13,
sta,finalSetupTns,0,ns
global_route,grt_max_degree,5,
final_layout,n_fill_cell,403,
final_layout,seqCellArea,0,um^2
final_layout,logic_area,150,um^2
yosys,ys_types,6,
die,coreArea,0.00342,mm^2
die,die_y,80,um
flow_run,max-cap-violations,0,
drt,wl_per_cell,5.91,um
drt,antenna_left,0,
clock_network,post_cts_buffers,0,
drt,diodes,0,
worst_setup_path,crit_slowest_cell,"ha_4",
sta,period_needed,1.27,ns
sta,tightest_slew,0.140,ns
sta,setup_viol,0,
worst_setup_path,path_class,"in -> out",
placed_design,gp_congestion,0.758,
power,irDropWorstVdd,0.0249,mV
yosys,synthTopCellsByArea,"ha_1 (52%), inv_1 (16%), and4_2 (10%)",
yosys,synth.avg_cell_area,7.41,um^2
final_layout,flop-count,0,
final_layout,n_clock_buffer,0,
global_route,antenna_found_initial,0,
sta,hold_violations,0,
die,rows,21,
drt,vias_per_cell,1.94,
yosys,yosysCellCount,13,
drt,drcViolationCount,0,
yosys,yosysTopAreaCell,"ha_1",
drt,vias,134,
global_route,grt.total_usage,0.993,%
drt,drt_iter0_markers,0,
worst_setup_path,end_kind,"primary output",
final_layout,syn2layout_area_growth,188,%
worst_setup_path,crit_buf_inv,2,
power,leakagePower,0.105,nW
yosys,netlist.area_leader.share,51.9,%
worst_setup_path,max_stage_delay,0.27,ns
worst_hold_path,hp-class,"in -> out",
sta,slew_headroom,90.6,%
## per-layer routing
layer / vias to the layer above / global-route usage, % / wire (um)
li1: 65 / - / -
met1: 61 / 1.12 / 146
met2: 8 / 1.44 / 159
met3: 0 / 0.909 / 102
met4: 0 / 0 / 0
met5: - / 0 / 0
## kinds of logic (layout without fill, tap and decap cells)
group / after synthesis / after routing / synth area share (%)
AND/OR/NAND/NOR: 3 / 3 / 18.2
adder cells (fa/ha/maj): 4 / 4 / 52.0
buffers and inverters: 4 / 14 / 15.6
AND-OR/OR-AND: 2 / 2 / 14.3
## power breakdown
part | internal (W) | total [W] | switching (W)
sequential | 0 | 0 | 0
clock | 0 | 0 | 0
combinational | 0.0000449 | 0.0000768 | 0.0000319
## stage by stage
stage	area [um^2]	total power, W	hold slack (ns)
floorplan	96.3	0.0000201	0.712
global placement	254	0.0000600	1.63
detailed placement	254	0.0000605	1.64
CTS	263	0.0000643	0.948
global route	278	0.0000863	0.969
finish	278	0.0000768	0.941
## cells in the final DEF (no fill, tap or decap)
master,synthesis,layout
buf_2,0,8
ha_4,0,4
inv_2,0,3
nand2_1,2,2
inv_1,4,1
and4_4,0,1
a21oi_4,0,1
o221ai_2,0,1
clkdlybuf4s15_1,0,1
clkbuf_2,0,1
## path summary, 6_finish.rpt
path | start | endpoint | depth (start not counted)
max | x[0] | output_equal | 4
min | y[3] | output_greater_than | 4
## Yosys cell counts
cell / count
ha_1: 4
and4_2: 1
a21oi_1: 1
o221ai_1: 1
nand2_1: 2
inv_1: 4
## tightest hold or removal path, stage by stage
cell and delay, ns:
buf_2 0.09, ha_4 0.12, o221ai_2 0.09, buf_2 0.11
## final cells by class
class	count	share of cell area, %
tap	46	20.7
timing repair buffer	10	19.8
multi-input combinational	9	54.1
inverter	4	5.41
## timing repair
action / in CTS / in global routing
setup endpoints to repair: 2 / 2
gates resized: 41 / 6
pin swaps: 8 / 4
cloned: 0 / 0
hold buffers: 0 / 0
Power is estimated from default activity; no workload was simulated.
