<file path="run.sh">
#!/bin/bash
# OpenROAD 26Q1-2900-gdf79404cd8, Yosys 0.63+post, stock flow scripts
make -C /OpenROAD-flow-scripts/flow DESIGN_CONFIG=/design/flow/config.mk WORK_HOME=/design/flow/orfs finish
</file>
<file path="config.mk">
export PLATFORM = sky130hd
export DESIGN_NAME = booth
export DESIGN_NICKNAME = booth
export VERILOG_FILES = /design/flow/design.v
export SDC_FILE = /design/flow/constraint.sdc
export NUM_CORES = 4
export LEC_CHECK = 1
export CORE_UTILIZATION = 50
</file>
<file path="constraint.sdc">
current_design booth

set clk_period 7.0
set clk_io_pct 0.2

create_clock -name clk0 -period $clk_period [get_ports {clk}]

set non_clock_inputs [all_inputs -no_clocks]
set_input_delay [expr $clk_period * $clk_io_pct] -clock clk0 $non_clock_inputs
set_output_delay [expr $clk_period * $clk_io_pct] -clock clk0 [all_outputs]
</file>
<file path="design.v">
`timescale 1ns/1ns
module booth(input clk, input start, input [7:0] multiplicand, input [7:0] multiplier, output finish, output [15:0] out);
	wire [3:0] shift_amount;
	wire load, math_operation, shift;
	data_path dp(clk, multiplicand, multiplier, out[15:8], out[7:0], load, math_operation, shift, shift_amount);
	control_unit cu(clk, start, finish, out[7:0], load, math_operation, shift, shift_amount);
endmodule
module control_unit(input clk, input start, output finish, input [7:0] output_register, output load, output math_operation, output shift, output [3:0] shift_amount);
	reg[3:0] current_state, next_state, counter;
	assign load = current_state[0];
	assign math_operation = current_state[1];
	assign shift = current_state[2];
	assign finish = current_state[3];
	always @(current_state, counter)
	begin
		next_state <= 0;
		if(current_state[0]) 
			next_state[1] <= 1'b1;
		if(current_state[1]) 
			next_state[2] <= 1'b1;
		if(current_state[2])
			if (counter > shift_amount) 
				next_state[1] <= 1'b1;
			else 
				next_state[3] <= 1'b1;
		if(current_state[3]) 
			next_state[3] <= 1'b1;
	end
	always @(posedge clk)
		if (start)
		begin
			current_state <= 1;
			counter <= 8;
		end
		else
		begin
			current_state <= next_state;
			if (current_state[2]) 
				counter <= counter - shift_amount;
		end
	wire [7:0] difference_register = ( output_register ^ (output_register >> 1) ) | (8'b10000000);
	reg [3:0] lsb_one;
	integer loop_counter;
	always @(*)
	begin
		lsb_one = 0;
		for (loop_counter = 0; loop_counter <= 7; loop_counter = loop_counter + 1)
			if (difference_register[loop_counter] && lsb_one == 0) 
				lsb_one = loop_counter + 1;
	end
	assign shift_amount = (counter > lsb_one) ? lsb_one : counter;
endmodule
module data_path(input clk, input [7:0] multiplicand_input, input [7:0] multiplier_input, output reg [7:0] output_HI, output reg [7:0] output_LO, input load, input math_operation, input shift, input [3:0] shift_amount);
	reg [7:0] multiplicand_register;
	reg previous_state_LSB;
	always @(posedge clk)
	begin
		if (load)
		begin
			 multiplicand_register <= multiplicand_input;
			 output_HI <= 0;
			 output_LO <= multiplier_input;
			 previous_state_LSB <= 0;
		end
		else if (math_operation)
		begin
			if (output_LO[0] == 1 && previous_state_LSB == 0)
				output_HI <= output_HI - multiplicand_register;
			else if (output_LO[0] == 0 && previous_state_LSB == 1)
				output_HI <= output_HI + multiplicand_register;
		end
		else if (shift)
			{output_HI, output_LO, previous_state_LSB} <= $signed({output_HI, output_LO, previous_state_LSB}) >>> shift_amount;
	end
endmodule
</file>
==> Changelog: implementation <==
### Physical design

- # Cells Yosys: 342
- First-pass GRT wire length: 11.6 mm
- Worst slew pin tran: 0.710 ns
- Crit-path slowest cell: or4_4
- Chip area: 6130 sq um
- Post-CTS Setup Inserts: 0
- Iter 0 DRT Violations: 177
- GRT Util Overall: 25.2%
- Initial antenna violation count: 0
- # DRC: 0
- Highest clock rate: 222 MHz
- Post-Syn Area: 2910 sq um
- Max cap viols: 0
- Crit path launch type: register
- Via density: 5.86
- Status: finished clean
- Core Util, Final: 60.1%
- CP Class: reg -> reg
- Worst-Skew Late Latency: 0.29 ns
- Post-Route Skew: 0.0138 ns
- Tool Warnings: 26
- Largest net degree at the start of global routing: 24
- Starting utilization of the core area: 52.3%
- CTS tree: built
- Worst reg2reg setup slack: 2.49 ns
- CP top delay family: AND-OR/OR-AND gates
- Syn Area/Cell: 8.52 sq um
- Distinct cells, synth: 68
- Worst path bufs/invs: 2
- WP data required: 7.03 ns
- Critical Path AT: 4.54 ns
- Ys flop type: dfxtp_1
- Die Height: 78.3 um
- CP Cell Sequence: or4_4 -> o211ai_2 -> nand2_1 -> o21ai_0 -> inv_1 -> ha_1 -> a41oi_1 -> and2_1 -> a31o_1 -> inv_8 -> mux2i_1 -> mux2i_1 -> and2_1 -> a311oi_1 -> o31ai_1
- Final Max Slew Viols: 0
- Asr flop ratio synth: 0%
- Most numerous logic cells after layout: 34 x clkdlybuf4s50_1, 32 x nand2_1, 27 x nor2_1, 24 x inv_1, 23 x mux2i_1
- IO buf count: 34
- # resized after CTS: 0
- Ys flops: 33
- Num CTS Buffers: 5
- HPWL after DPL: 5.40 mm
- Slew Limit Headroom: 52.0%
- RSZ-0062 raised after global routing: false
- Hold Path Class: reg -> reg
- Synth warn: 2
- Area Overhead vs Synth: 15.1%
- Pre-antenna DRT Iters: 4
- Fraction of the cycle the final worst path needs: 64.5%
- TritonCTS Sinks: 33
- Most numerous logic cell after layout: clkdlybuf4s50_1
- Maximum fanout along the worst path: 16
- Die X: 78.3 um
- Drt total wl: 7.14 mm
- Final setup vio count: 0
- Yosys stat area: 2910 sq um
- RD Place Congestion: 0.878
- Worst-path clk slew: 0.07 ns
- Grt ovf: 0
- CP Capture Type: register
- Vias in the first global route: 2421
- Post-placement cell count: 432
- Routed len/inst: 16.2 um
- Top Ports: 35
- Final Hold Viols: 0
- Syn Inst Count: 342
- Register area share after synthesis: 28.2%
- Fin cells: 440
- Cell row count: 27
- CTS max path bufs: 2
- Detailed-route via count: 2580
- Post-route setup TNS: 0 ns
- Crit path time final: 4.51 ns
- Number of enable flip-flop cells: 16
- Core area: 5570 sq um
- Share of layout cells above drive strength 1: 7.34%
- Final ANT Viol Nets: 0
- H-tree Lvls: 2
- Crit path largest cell delay: 0.59 ns
- Number of hold buffers added after cts: 0
- N_diodes: 0
- Root Buffer Master: clkbuf_8
## per-stage QoR
stage	hold WS [ns]	setup WS, ns	instance area (sq um)
2_1_floorplan	0.416	2.97	2910
3_3_place_gp	0.458	2.59	3250
3_5_place_dp	0.463	2.56	3250
4_1_cts	0.484	2.54	3350
5_1_grt	0.503	2.09	3350
6_report	0.484	2.49	3350
## per-layer routing
layer  routed length [um]  part of all wire [%]  vias to the layer above  GRT usage, %
met4                  135                   1.9                        0          5.00
li1                     -                     -                     1311             -
met3                  386                   5.4                       16          3.90
met1                 3360                    47                     1167          37.0
met5                    0                     0                        -             0
met2                 3260                    46                       86          40.7
## layout make-up
type	count	area, sq um
Tap cell	72	90.1
Inverter	27	111
Timing Repair Buffer	36	355
Multi-Input combinational cell	264	1870
Fill cell	524	2220
Sequential cell	33	821
Clock buffer	7	96.3
Clock inverter	1	5.00
## synthesized netlist by cell type, types with 4 or more instances
library cell   n  area, sq um
a31oi_1        6         37.5
nand2_1       32          120
o21ai_0       18         90.1
mux2i_1       23          230
nor3_1         6         30.0
a211oi_1      10         75.1
nand3_1        4         20.0
edfxtp_1      16          480
a221oi_1       4         35.0
or3_1          4         25.0
dfxtp_1       17          340
nor2_1        27          101
ha_1          17          213
or2_2          4         25.0
xnor2_1       13          114
nand2b_1       6         37.5
a21oi_1       22          110
clkbuf_1       8         30.0
inv_1         24         90.1
nor2b_1        4         25.0
buf_2          7         35.0
## sequential cells by signal, indices dropped and copies added, names as in the netlist
signal	count
cu.current_state	4
dp.output_HI	8
cu.counter	4
dp.multiplicand_register	8
dp.output_LO	8
dp.previous_state_LSB	1
## worst register-to-register path, delay by kind of cell (launching register included)
| kind | cells | cell delay [ns] |
|---|---|---|
| AND/OR/NAND/NOR | 4 | 1.20 |
| buffers and inverters | 2 | 0.24 |
| multiplexers | 2 | 0.45 |
| AND-OR/OR-AND | 6 | 1.52 |
| flip-flops | 1 | 0.55 |
| adder cells (fa/ha/maj) | 1 | 0.30 |
## cells by family after synthesis
| kind of cell | synth area share [%] |
|---|---|
| simple gates | 18.3 |
| xor+xnor | 4.51 |
| compound gates | 23.3 |
| mux | 9.58 |
| fa+ha+maj | 8.68 |
| buf+inv | 7.52 |
| flops | 28.2 |
## final timing paths
kind,from,end,depth (start not counted)
hold / removal,cu.current_state[3],cu.current_state[3],2
setup / recovery,dp.output_LO[3],dp.output_LO[6],15
setup reg to reg,dp.output_LO[3],dp.output_LO[6],15
hold reg to reg,cu.current_state[3],cu.current_state[3],2
